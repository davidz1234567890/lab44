==> design.v <==
`default_nettype none
module findmin(input logic [3:0] A, B,
               output logic [3:0] min);
    always_comb begin
        if(A <= B)
          min = A;
        else 
          min = B;
    end
endmodule: findmin
module fsm(input logic grade_it, reset, clock,
        output logic load, clear);
    enum logic {nothing = 1'b0, A = 1'b1} currState, nextState;
    always_comb begin
        case(currState) 
            nothing: begin
                nextState = grade_it ? A : nothing;
                clear = grade_it ? 0 : 1;
                load = grade_it ? 1 : 0;
            end
            A: begin
                nextState = grade_it ? A : nothing;
                clear = grade_it ? 0 : 1;
                load = 0; 
            end
        endcase
    end
    always_ff @(posedge clock, posedge reset)
        if(reset)
            currState <= nothing;
        else
            currState <= nextState;
endmodule: fsm
module task1(input logic [11:0] Guess_actual, Master,
             input logic GradeIt,
             input logic clock,
             input logic reset,
             output logic [3:0] Znarly,
             output logic [3:0] Zood);
    logic load, clear;
    logic [11:0] Guess;
    Register #(12) dutt1(.en(load), .clear(clear), .D(Guess_actual),
                         .clock(clock), .Q(Guess));
    fsm dutt2(.grade_it(GradeIt), .reset(reset), .clock(clock), .load(load),
              .clear(clear));
    logic [7:0] g3, g2, g1, g0, m3, m2, m1, m0;
    Decoder #(8) dut1(.I(Guess[11:9]), .en(1'b1), .D(g3));
    Decoder #(8) dut2(.I(Guess[8:6]), .en(1'b1), .D(g2));
    Decoder #(8) dut3(.I(Guess[5:3]), .en(1'b1), .D(g1));
    Decoder #(8) dut4(.I(Guess[2:0]), .en(1'b1), .D(g0));
    Decoder #(8) dut5(.I(Master[11:9]), .en(1'b1), .D(m3));
    Decoder #(8) dut6(.I(Master[8:6]), .en(1'b1), .D(m2));
    Decoder #(8) dut7(.I(Master[5:3]), .en(1'b1), .D(m1));
    Decoder #(8) dut8(.I(Master[2:0]), .en(1'b1), .D(m0));
    logic [2:0] guessT, guessC, guessO, guessD, guessI, guessZ,
                masterT, masterC, masterO, masterD, masterI, masterZ;
    assign guessT = g3[1] + g2[1] + g1[1] + g0[1];
    assign guessC = g3[2] + g2[2] + g1[2] + g0[2];
    assign guessO = g3[3] + g2[3] + g1[3] + g0[3];
    assign guessD = g3[4] + g2[4] + g1[4] + g0[4];
    assign guessI = g3[5] + g2[5] + g1[5] + g0[5];
    assign guessZ = g3[6] + g2[6] + g1[6] + g0[6];
    assign masterT = m3[1] + m2[1] + m1[1] + m0[1];
    assign masterC = m3[2] + m2[2] + m1[2] + m0[2];
    assign masterO = m3[3] + m2[3] + m1[3] + m0[3];
    assign masterD = m3[4] + m2[4] + m1[4] + m0[4];
    assign masterI = m3[5] + m2[5] + m1[5] + m0[5];
    assign masterZ = m3[6] + m2[6] + m1[6] + m0[6];
    logic [3:0] min_T, min_C, min_O, min_D, min_I, min_Z;
    assign min_T = (guessT <= masterT) ? guessT : masterT;
    assign min_C = (guessC <= masterC) ? guessC : masterC;
    assign min_O = (guessO <= masterO) ? guessO : masterO;
    assign min_D = (guessD <= masterD) ? guessD : masterD;
    assign min_I = (guessI <= masterI) ? guessI : masterI;
    assign min_Z = (guessZ <= masterZ) ? guessZ : masterZ;
    logic [3:0] match_3, match_2, match_1, match_0; 
    assign Znarly = ((Master[11:9] != 3'd0) &&
                    (Master[8:6] != 3'd0) &&
                    (Master[5:3] != 3'd0) &&
                    (Master[2:0] != 3'd0) ) ?
                    ((Master[11:9] == Guess[11:9]) +
                    (Master[8:6] == Guess[8:6]) +
                    (Master[5:3] == Guess[5:3]) + 
                    (Master[2:0] == Guess[2:0])) : 4'b0;
    assign Zood = ((Master[11:9] != 3'd0) &&
                    (Master[8:6] != 3'd0) &&
                    (Master[5:3] != 3'd0) &&
                    (Master[2:0] != 3'd0) ) ?
                    ((min_T + min_C + min_O + min_D + min_I + min_Z) - Znarly)
                    : 4'b0;
endmodule: task1
==> run.sh <==
#!/bin/bash
# OpenROAD 26Q1-2900-gdf79404cd8, Yosys 0.63+post, stock flow scripts
make -C /OpenROAD-flow-scripts/flow DESIGN_CONFIG=/design/flow/config.mk WORK_HOME=/design/flow/orfs finish
==> config.mk <==
export PLATFORM = sky130hd
export DESIGN_NAME = findmin
export DESIGN_NICKNAME = findmin
export VERILOG_FILES = /design/flow/design.v
export SDC_FILE = /design/flow/constraint.sdc
export NUM_CORES = 4
export LEC_CHECK = 1
export CORE_AREA = 10 10 70 70
export DIE_AREA = 0 0 80 80
==> constraint.sdc <==
current_design findmin

set clk_period 2.4
set clk_io_pct 0.2

create_clock -name clk0 -period $clk_period

set non_clock_inputs [all_inputs -no_clocks]
set_input_delay [expr $clk_period * $clk_io_pct] -clock clk0 $non_clock_inputs
set_output_delay [expr $clk_period * $clk_io_pct] -clock clk0 [all_outputs]
==> flow_metrics.env <==
# flow metrics
export IMPL_floorplan_die_area_mm2=0.00640
export IMPL_drtPass1Iterations=2
export IMPL_finalHoldViolCount=0
export IMPL_rsz0062_at_grt="false"
export IMPL_maxSlewViolCount=0
export IMPL_finish_utilization=0.126
export IMPL_routedWlPerCell_um=7.71
export IMPL_cap_viol_max_count=0
export IMPL_synth_yosys_num_cells=17
export IMPL_drt_iter0_drc=2
export IMPL_syn_cell_area_um2=171
export IMPL_first_pass_grt_wire_length_um=1090
export IMPL_viasPerCell=2.27
export IMPL_critical_path_class="input port to primary output"
export IMPL_top_cells_by_area="sky130_fd_sc_hd__ha_1, sky130_fd_sc_hd__mux2_1, sky130_fd_sc_hd__a21oi_4"
export IMPL_flow_area_growth_from_synthesis_pct=150
export IMPL_wl_um=601
export IMPL_achievable_frequency_mhz=431
export IMPL_timing_final_ws_setup_ns=0.0824
export IMPL_yosys_area_top_type_share=0.292
export IMPL_antenna_diode_count=0
export IMPL_timing_final_setup_violations=0
export IMPL_total_power_mw=0.0916
export IMPL_outcome="finished, final reports clean"
export IMPL_layout_worst_path_cycle_share=0.966
export IMPL_worst_endpoint_arrival_ns=1.84
export IMPL_max_vdd_drop_mv=0.0588
export IMPL_total_leakage_power_nw=0.174
export IMPL_postRouteAntennaNets=0
export IMPL_layout_drive_gt1_share=1.00
export IMPL_top_cells_by_instance_count_after_synthesis="sky130_fd_sc_hd__ha_1, sky130_fd_sc_hd__inv_1, sky130_fd_sc_hd__mux2_1"
export IMPL_avgSynthCellArea_um2=10.1
export IMPL_ys_seq_share=0
export IMPL_count_of_input_and_output_buffers=12
export IMPL_chip_area_line_of_the_yosys_report_um2=171
export IMPL_worstMarginPinSlew_ns=0.192
export IMPL_required_ns=1.92
export IMPL_relSlewSlack=0.872
export IMPL_die_x_um=80
export IMPL_core_mm2=0.00342
export IMPL_vias=177
export IMPL_detailedPlace_worstSlack_ns=-0.613
export IMPL_layout_area_seq_um2=0
export IMPL_clkbuf_count=0
export IMPL_core_util_floorplan=0.0502
export IMPL_critical_path_peak_fanout=3
export IMPL_antenna_violations_before_repair=0
export IMPL_grt_overflow_total=0
export IMPL_syn_instance_count=17
export IMPL_post_synth_num_cell_types=9
export IMPL_end_kind="primary output"
export IMPL_worstHoldPathCells=3
export IMPL_registers=0
export IMPL_timing_critical_path_from_type="input port"
export IMPL_num_fill_cells=393
export IMPL_worst_hold_slack_ns=1.25
export IMPL_finalWeightedCongestion=0.769
export IMPL_groute_usage_overall=0.0201
export IMPL_std_cell_rows=21
export IMPL_yosys_warnings=1
export IMPL_grt_pass1_vias=220
export IMPL_openroad_warning_count=32
export IMPL_die_y_um=80
export IMPL_remaining_drc_errors=0
export IMPL_maximum_number_of_pins_on_one_net_before_global_route_repair=4
export IMPL_hp_class="input port to primary output"
export IMPL_dp_hpwl_um=485
export IMPL_power_density_cell_area_mw_per_mm2=214
export IMPL_cts_hold_buf=0
export IMPL_final_min_clock_period_ns=2.32
export IMPL_netlist_top_cell_by_area="sky130_fd_sc_hd__ha_1"
export IMPL_design_portCount=12
==> power by group <==
group	total [mW]	switching (mW)	internal [mW]	leakage, nW
Clock	0	0	0	0
Sequential	0	0	0	0
Combinational	0.0916	0.0316	0.0600	0.174
Total	0.0916	0.0316	0.0600	0.174
==> metal layers <==
layer | routed length [um] | track usage | up-vias
met1 | 378 | 0.0336 | 74
li1 | - | - | 91
met2 | 119 | 0.0193 | 12
met4 | 0 | 0 | 0
met5 | 0 | 0 | -
met3 | 103 | 0.0136 | 0
==> path summary, 6_finish.rpt <==
| check | start | end | slack [ns] |
|---|---|---|---|
| hold / removal | B[1] | min[1] | 1.25 |
| setup / recovery | A[1] | min[1] | 0.08 |
==> worst max-delay path: stages <==
cell	delay, ns
sky130_fd_sc_hd__buf_4	0.13
sky130_fd_sc_hd__ha_4	0.25
sky130_fd_sc_hd__nor2b_4	0.13
sky130_fd_sc_hd__o211ai_2	0.10
sky130_fd_sc_hd__a21oi_4	0.22
sky130_fd_sc_hd__buf_6	0.13
sky130_fd_sc_hd__mux2_4	0.28
sky130_fd_sc_hd__clkbuf_2	0.10
==> kinds of logic (layout without fill, tap and decap cells) <==
family	count (synthesis)	count (layout)	share of synthesized area
AND-OR/OR-AND	3	3	0.197
multiplexers	4	4	0.285
buffers and inverters	4	19	0.0876
AND/OR/NAND/NOR	2	2	0.139
adder cells (fa/ha/maj)	4	4	0.292
==> through the flow <==
step           std cells  instance area [um2]  TNS (ns)
6_report              78                  429         0
5_1_grt               78                  429         0
4_1_cts               78                  454         0
3_5_place_dp          75                  349     -2.38
3_3_place_gp          75                  349     -2.31
2_1_floorplan         17                  171         0
==> cell type report <==
type | instances | area [um2] | share of cell area
inverter | 4 | 15.0 | 0.0350
multi-input combinational | 13 | 223 | 0.519
tap | 46 | 57.6 | 0.134
timing repair buffer | 15 | 134 | 0.312
==> cells in the final DEF, fill, tap and decap left out <==
cell / netlist / final
sky130_fd_sc_hd__clkdlybuf4s15_2: 0 / 5
sky130_fd_sc_hd__clkbuf_2: 0 / 5
sky130_fd_sc_hd__inv_2: 0 / 4
sky130_fd_sc_hd__mux2_4: 1 / 4
sky130_fd_sc_hd__ha_4: 0 / 4
sky130_fd_sc_hd__buf_6: 0 / 4
sky130_fd_sc_hd__a21oi_2: 0 / 1
sky130_fd_sc_hd__nor2b_4: 1 / 1
sky130_fd_sc_hd__o211ai_2: 1 / 1
sky130_fd_sc_hd__and4_4: 0 / 1
sky130_fd_sc_hd__a21oi_4: 1 / 1
sky130_fd_sc_hd__buf_4: 0 / 1
==> timing repair <==
action | 4_1_cts | 5_1_grt
endpoints found under the hold margin | 0 | 0
gates resized | 52 | 5
setup buffers | 3 | 0
endpoints found under the setup margin | 4 | 4
pin swaps | 5 | 3
Power is estimated from default activity; no workload was simulated.
