--- flow/design.v ---
`default_nettype none
module BCDtoSevenSegment
(input logic [3:0] bcd,
output logic [6:0] segment);
  always_comb
    unique case (bcd)
      4'b0000: segment = ~(7'b011_1111);
      4'b0001: segment = ~(7'b000_0110);
      4'b0010: segment = ~(7'b101_1011);
      4'd3: segment = ~(7'b100_1111);
      4'd4: segment = ~(7'b110_0110);
      4'd5: segment = ~(7'b110_1101);
      4'd6: segment = ~(7'b111_1101);
      4'd7: segment = ~(7'b000_0111);
      4'd8: segment = ~(7'b111_1111);
      4'd9: segment = ~(7'b110_0111);
      default: segment = ~(7'bxxx_xxxx);
    endcase
endmodule: BCDtoSevenSegment
module BCDtoSevenSegment_2bitinput
(input logic [1:0] bcd,
output logic [6:0] segment);
  always_comb
    unique case (bcd)
      2'b00: segment = ~(7'b011_1111);
      2'b01: segment = ~(7'b000_0110);
      2'b10: segment = ~(7'b101_1011);
      2'd3: segment = ~(7'b100_1111);
    endcase
endmodule: BCDtoSevenSegment_2bitinput
module BCDtoSevenSegment_3bitinput
(input logic [2:0] bcd,
output logic [6:0] segment);
  always_comb
    unique case (bcd)
      3'b000: segment = ~(7'b011_1111);
      3'd1: segment = ~(7'b000_0110);
      3'd2: segment = ~(7'b101_1011);
      3'd3: segment = ~(7'b100_1111);
      4'd3: segment = ~(7'b100_1111);
      3'd4: segment = ~(7'b110_0110);
      3'd5: segment = ~(7'b110_1101);
      3'd6: segment = ~(7'b111_1101);
      3'd7: segment = ~(7'b000_0111);
    endcase
endmodule: BCDtoSevenSegment_3bitinput
module chipInterface(input logic [17:0] SW,
                     output logic [6:0] HEX0, HEX1, HEX2, HEX3, HEX4, HEX5, HEX6, HEX7,
                                                        output logic [7:0] LEDG,
                                                        input logic [3:0] KEY,
                                                        input logic UART_RXD,
                                                        input logic CLOCK_50,  
                                                        output logic [7:0] VGA_R, VGA_G, VGA_B,
                                                        output logic VGA_BLANK_N, VGA_CLK, VGA_SYNC_N,
                                                        output logic VGA_VS, VGA_HS);
   logic reset, circle, triangle, pentagon;
   logic manualMode, manualClockL;
   logic manualCircleL, manualTriangleL, manualPentagonL;
   logic clock;
        logic [1:0] CoinValue;
   logic [3:0] numGames;
   logic loadNumGames;
   logic [3:0] RoundNumber;
   logic [11:0] Guess;
   logic loadGuess;
   logic [3:0] Znarly, Zood;
   logic loadZnarlyZood;
   logic clearGame;
   logic [11:0] MasterPattern;
   logic displayMasterPattern;
   logic en_master3, en_master2, en_master1, en_master0;
   assign displayMasterPattern = SW[15];
   mastermindVGA vga(.CLOCK_50(CLOCK_50),
             .VGA_R(VGA_R), .VGA_G(VGA_G), .VGA_B(VGA_B),
             .VGA_BLANK_N(VGA_BLANK_N), .VGA_CLK(VGA_CLK), .VGA_SYNC_N(VGA_SYNC_N),
             .VGA_VS(VGA_VS), .VGA_HS(VGA_HS),
             .numGames(numGames),
             .loadNumGames(loadNumGames),
             .roundNumber(RoundNumber),
             .guess(Guess),
             .loadGuess(loadGuess),
             .znarly(Znarly), .zood(Zood),
             .loadZnarlyZood,
             .clearGame,
             .masterPattern(MasterPattern),
             .displayMasterPattern,
             .reset);
        logic intermediate_key3;
        logic CoinInserted, StartGame;
        logic GradeIt;
   logic [2:0] LoadShape;
        logic [1:0] ShapeLocation;
        logic LoadShapeNow;
        logic GameWon, debug;
   assign CoinValue = SW[17:16];
        assign Guess = SW[11:0];
        assign LoadShape = SW[2:0];
   assign ShapeLocation = SW[4:3];
        BCDtoSevenSegment bcd3(.bcd(Znarly), .segment(HEX3));
        BCDtoSevenSegment bcd2(.bcd(Zood), .segment(HEX2));
        BCDtoSevenSegment bcd1(.bcd(RoundNumber), .segment(HEX1));
        BCDtoSevenSegment bcd0(.bcd(numGames), .segment(HEX0));
        assign LEDG[0] = GameWon;
   assign clock = CLOCK_50;
        logic game_can_start;
        assign LEDG[6] = en_master0;
        assign LEDG[7] = clearGame;
        logic key0_not, key1_not, key2_not, key3_not;
        assign key0_not = ~KEY[0];
        assign key1_not = ~KEY[1];
        assign key2_not = ~KEY[2];
        assign key3_not = ~KEY[3];
        Synchronizer s0(.async(key0_not), .clock,
     .sync(reset));
          Synchronizer s1(.async(key1_not), .clock,
     .sync(CoinInserted));
           Synchronizer s2(.async(key2_not), .clock,
     .sync(StartGame));
          Synchronizer s3(.async(key3_not), .clock,
    .sync(intermediate_key3));
                logic GameOver; logic sel;
         always_comb begin
          if ((sel)) begin  
            GradeIt = intermediate_key3;
                 LoadShapeNow = 0;
                end
          else begin
            LoadShapeNow = intermediate_key3;
                 GradeIt = 0;
           end
        end
        assign LEDG[1] = displayMasterPattern;
        assign LEDG[2] = loadGuess;
        logic [2:0] master0_bit_pattern, master1_bit_pattern, master2_bit_pattern, master3_bit_pattern;
   logic correct_location_0, correct_location_1, correct_location_2, correct_location_3;
        BCDtoSevenSegment_2bitinput bcddd(.bcd(ShapeLocation), .segment(HEX5));
        logic cannot_start;
        assign LEDG[3] = GradeIt;
        assign LEDG[4] = LoadShapeNow; 
        assign LEDG[5] = loadZnarlyZood;
BCDtoSevenSegment_2bitinput eighth_bcd(.bcd(CoinValue),
.segment(HEX7));
        logic loaded3, loaded2, loaded1, loaded0;
   task2 task2_module(.coinInserted(CoinInserted),
             .coinValue(CoinValue),
             .numGames_can_be_played(numGames), .RoundNumber(RoundNumber),
             .startGame(StartGame),
             .loadNumGames,
                                 .game_can_start,
             .loadGuess,
                                 .sel,
                                 .loadZnarlyZood,
             .MasterPattern,
             .GuessPattern(Guess),
             .LoadShape,
                                 .Znarly, .Zood,
             .ShapeLocation(ShapeLocation),
             .LoadShapeNow,
             .GameWon,
                                 .clearGame,
             .GameOver,
                                 .cannot_start,
             .clock, .reset, .GradeIt,
                                 .en_master3, .en_master2, .en_master1, .en_master0,
                                 .master0_bit_pattern, .master1_bit_pattern, .master2_bit_pattern, .master3_bit_pattern,
                                 .correct_location_0, .correct_location_1, .correct_location_2, .correct_location_3);
BCDtoSevenSegment_3bitinput threebit(.bcd(master0_bit_pattern),
.segment(HEX4));
endmodule: chipInterface
--- flow/run.sh ---
#!/bin/bash
# OpenROAD 26Q1-2900-gdf79404cd8, Yosys 0.63+post, stock flow scripts
make -C /OpenROAD-flow-scripts/flow DESIGN_CONFIG=/design/flow/config.mk WORK_HOME=/design/flow/orfs finish
--- flow/config.mk ---
export PLATFORM = sky130hd
export DESIGN_NAME = BCDtoSevenSegment_3bitinput
export DESIGN_NICKNAME = BCDtoSevenSegment_3bitinput
export VERILOG_FILES = /design/flow/design.v
export SDC_FILE = /design/flow/constraint.sdc
export NUM_CORES = 4
export LEC_CHECK = 1
export CORE_AREA = 10 10 70 70
export DIE_AREA = 0 0 80 80
--- flow/constraint.sdc ---
current_design BCDtoSevenSegment_3bitinput

set clk_period 1.0
set clk_io_pct 0.2

create_clock -name clk0 -period $clk_period

set non_clock_inputs [all_inputs -no_clocks]
set_input_delay [expr $clk_period * $clk_io_pct] -clock clk0 $non_clock_inputs
set_output_delay [expr $clk_period * $clk_io_pct] -clock clk0 [all_outputs]
==> impl_metrics.yaml <==
# physical design summary
cells_and_area:
  flop_area_sq_um: 0
  seq_cells: 0
  syn2layout_area_growth_pct: 178
  clkbuf_count: 0
  drive_gt1_share_pct: 84.4
  num-fill-cells: 394
timing:
  max_freq_ghz: 0.869
  final-max-slew-violation-count: 0
  setup_viol: 6
  rsz0062_at_grt: "true"
  timing.hold.ws_ns: 0.766
  period_needed_ns: 1.15
  worst_pin_slew_ns: 0.178
  fin_crit_sh_pct: 115
  fin_ws_ns: -0.151
  slew_headroom_pct: 88.2
  finalHoldViolCount: 0
logic_synthesis:
  synthMuxAreaShare_pct: 10.4
  ys_sh_aoi_pct: 10.4
  synth_cells: 18
  synth.top_cell.area_share_pct: 43.5
  yosys_warnings: 1
  ys_seq_share_pct: 0
  ys_cells: 18
  yosysUniqueCellTypes: 10
  synth_chip_area_sq_um: 144
  top_cells_by_area: "ha_1 43%, mux2_4 10%, buf_6 7.8%"
  syn_avg_cell_area_sq_um: 7.99
  ys_sh_simple_pct: 22.6
  xor_area_share_pct: 0
  yosysTopAreaCell: "ha_1"
  ys_sh_adder_pct: 43.5
  ys_top_logic_family: "adder cells"
  syn-cell-area_sq_um: 144
critical_path:
  cp.required_ns: 0.80
  path_cells: "buf_8 -> inv_4 -> buf_6 -> ha_4 -> mux2_4 -> buf_6"
  startpoint_type: "input port"
  cp_num_buf_inv: 4
  crit_type: "in2out"
  arrival_ns: 0.95
  crit_top_cell: "buf_6"
  cpLargestDelayFamily: "buffers and inverters"
  crit_path_top_delay_cell: "mux2_4"
  cp_max_fo: 2
  path_depth: 6
  critPathCaptureType: "output pin"
  max_stage_delay_ns: 0.26
flow_run:
  drv_cap: 0
  warnings: 41
detailed_routing:
  drtPass1Iterations: 2
  avgRoutedWirePerCell_um: 7.04
  first_iter_violations: 1
  vias: 163
  drc: 0
  antenna_left: 0
  wl_um: 549
  via_per_inst: 2.09
  routed-wl-met3_um: 72
  top_layer: "met3"
  wl_met2_um: 262
  wl_met1_um: 213
  num_antenna_cells: 0
placed_design:
  globalplace.congestion: 0.627
  place_ws_ns: -1.01
  io_buffer_count: 10
pwr:
  p_total_mw: 0.128
  ir_drop_mv: 0.0532
  p_leak_nw: 0.159
  p_per_area_nw_per_um2: 320
global_route:
  antenna_found_initial: 0
  grt_usage_pct: 1.64
  grt_pass1_vias: 181
  grt_pass1_wl_um: 876
  grt_max_degree: 10
  overflow: 0
floorplan:
  pin_count: 10
  initial_utilization_pct: 4.21
  core_area_sq_um: 3420
  die_x_um: 80
  rows: 21
  die_h_um: 80
  dieArea_sq_um: 6400
clock_tree:
  cts_hold_buffers: 0
hold_path:
  min_path_type: "in2out"
  worstHoldPathCells: 4
  hold_end: "segment[6]"
  min_from: "bcd[1]"
outcome:
  violations: "setup timing"
  status: "complete, but fails checks"
## per-layer routing
metal | track usage (%) | vias to the layer above
met5 | 0 | -
met4 | 0 | 0
met3 | 0.682 | 0
met2 | 3.21 | 6
met1 | 1.65 | 72
li1 | - | 85
## stage by stage
step                setup TNS (ns)  util (%)  cell area (sq um)  instances
CTS                         -0.482      11.6                395         78
finish                      -0.454      11.7                400         78
detailed placement           -6.14      9.38                320         77
floorplan                        0         -                144         18
global placement             -6.07      9.38                320         77
global route                -0.659      11.7                400         78
## cells by family after synthesis
logic type | count (synthesis)
and+or+nand+nor | 6
adders and majority gates | 5
AOI/OAI and AO/OA | 3
buffers and inverters | 3
muxes | 1
## worst max path at each step
stage         slack [ns]    from          to
CTS                -0.16  bcd[1]  segment[0]
global route       -0.16  bcd[1]  segment[0]
finish             -0.15  bcd[1]  segment[0]
## cells in the mapped netlist
cell type  instances
nand2_1            1
and2_4             1
ha_1               5
nor2_1             3
inv_1              2
buf_6              1
mux2_4             1
and2b_2            1
a21oi_1            1
o21ai_0            2
## what timing repair did
action	in CTS	in global routing
gates resized	58	3
pin swaps	4	1
buffers inserted	1	0
endpoints found under the hold margin	0	0
endpoints found under the setup margin	7	7
## power by group
group	switching (mW)	internal, mW	total, mW	leakage [nW]
clock network	0	0	0	0
registers	0	0	0	0
logic	0.0507	0.0775	0.128	0.159
## layout by cell type (no fill, tap or decap), drive strengths merged
master and instances:
buf 14, ha 5, nor2 3, o21ai 2
inv 2, a21oi 1, and2 1, and2b 1
mux2 1, nand2 1, clkdlybuf4s18 1
## final cells by class
cell class,instances,area (sq um),share of cell area (%)
Tap cell,46,57.6,14.4
Inverter,2,15.0,3.75
Timing Repair Buffer,15,134,33.4
Multi-Input combinational cell,15,194,48.4
Power figures rest on the tool's default switching activity, not on a simulated workload.
